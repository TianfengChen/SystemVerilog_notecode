### config.mk
export PLATFORM = sky130hd
export DESIGN_NAME = Dual_Ram
export DESIGN_NICKNAME = Dual_Ram
export VERILOG_FILES = /design/flow/design.v
export SDC_FILE = /design/flow/constraint.sdc
export NUM_CORES = 4
export LEC_CHECK = 1
export CORE_UTILIZATION = 30
### constraint.sdc
current_design Dual_Ram

set clk_period 2.2
set clk_io_pct 0.2

create_clock -name clk0 -period $clk_period [get_ports {rclk}]
create_clock -name clk1 -period $clk_period [get_ports {wclk}]

set non_clock_inputs [all_inputs -no_clocks]
set_input_delay [expr $clk_period * $clk_io_pct] -clock clk0 $non_clock_inputs
set_output_delay [expr $clk_period * $clk_io_pct] -clock clk0 [all_outputs]
### design.v
module Dual_Ram
#(
    parameter ADDR_WIDTH = 6,
    parameter DATA_WIDTH = 8,
    parameter DEPTH = 2**ADDR_WIDTH
)
(
    input wclk,rclk,
    input rreset,
    input wen,ren,
    input [ADDR_WIDTH-1:0] waddr,
    input [ADDR_WIDTH-1:0] raddr,
    input [DATA_WIDTH-1:0] wdata,
    output logic [DATA_WIDTH-1:0] rdata
);
    logic [DATA_WIDTH-1:0] ram [0:DEPTH-1];
    always_ff @(posedge wclk)
    begin
        if(wen)
            ram[waddr] <= wdata;
        else
            ram[waddr] <= ram[waddr];
    end
    always_ff @(posedge rclk or posedge rreset)
    begin
        if(rreset)
            rdata <= 0;
        else
        begin
            if(ren)
                rdata <=  ram[raddr];
            else
                rdata <= rdata;
        end
    end
endmodule
### run.sh
#!/bin/bash
# OpenROAD 26Q1-2900-gdf79404cd8, Yosys 0.63+post, stock flow scripts
make -C /OpenROAD-flow-scripts/flow DESIGN_CONFIG=/design/flow/config.mk WORK_HOME=/design/flow/orfs finish
==> flow_summary.json <==
{
  "cts.sinks": 520,
  "grt_use_total": 0.1413,
  "syn_area_um2": 20230,
  "antenna_found_initial": 0,
  "post_cts_buffers": 0,
  "core_um2": 66220,
  "holdPathEnd": "ram[34][7]$_DFFE_PP_",
  "synth_seq_share": 0.7698,
  "vias": 9723,
  "wl_um": 44200,
  "hpwl_um": 28780,
  "peakVddDrop_v": 0.0005174,
  "final_cell_mix": "512 x edfxtp_1, 135 x buf_4, 120 x mux4_2",
  "end_kind": "flip-flop",
  "hold_depth": 1,
  "hold_viol_final": 0,
  "grt_pass1_vias": 10758,
  "port_buffers": 31,
  "slew_headroom": 0.5332,
  "finalSetupViolCount": 1,
  "worstMarginPinSlew_ns": 0.7002,
  "synthDistinctLibCells": 27,
  "drt_first_pass_iters": 5,
  "violations": "setup timing",
  "hold_class": "input pin to flip-flop",
  "yosys-stat-area_um2": 20230,
  "total_power_mw": 20.85,
  "synth_cells": 939,
  "path_clk_slew_ns": 0.06,
  "rr_startpoint": "ram[37][1]$_DFFE_PP_",
  "grt_first_pass_wirelength_um": 66180,
  "drive_gt1_frac": 0.3660,
  "ant_nets": 0,
  "grt_max_degree": 65,
  "route.detailed.vias_per_inst": 4.776,
  "r2r_cells": 6,
  "reg2reg_to": "rdata[1]$_DFFE_PP0P_",
  "avgSynthCellArea_um2": 21.55,
  "powerDensity_nw_per_um2": 842.9,
  "cp.arrival_ns": 2.29,
  "lay_top_count": "edfxtp_1",
  "die_width_um": 261.7,
  "yosysWarnings": 1,
  "status": "finished with violations",
  "dp.cells": 1940,
  "rrSetupSlack_ns": 0.05,
  "rsz0062_at_grt": "yes",
  "tns_ns": -0.006728,
  "cellLeakagePower_nw": 7.978,
  "layout.cells.non_filler": 2036,
  "diodes": 0,
  "cap_viol_max_count": 0,
  "cts_tree": "yes",
  "ys_seq_elements": 520,
  "die_h_um": 261.7,
  "drcViolationCount": 0,
  "cp-start-kind": "input pin",
  "warnings": 28,
  "fin_worst_skew_ns": 0,
  "ys_cells": 939,
  "drt_iter0_markers": 580,
  "hold_path.startpoint": "wdata[7]",
  "initial_core_util": 0.3056,
  "dp_slack_ns": -0.3692,
  "cp-startpoint": "raddr[2]",
  "ios": 33,
  "num_rows": 94,
  "wl_per_cell_um": 21.71,
  "cp_max_fo": 26,
  "gp_congestion": 0.8563,
  "path_class": "input pin to flip-flop",
  "finalWorstSetupSlack_ns": -0.006728,
  "area_delta_synth_final_pct": 22.27,
  "cp.required_ns": 2.29,
  "globalRouteOverflowTotal": 0,
  "slew_viol_final": 0,
  "die_area_um2": 68490
}
## state kept, by name, indices dropped and copies added (netlist names)
register	cells
ram	512
rdata	8
## kinds of logic after synthesis
| logic type | Yosys count | synth area share |
|---|---|---|
| compound gates | 48 | 0.01880 |
| mux | 192 | 0.1712 |
| simple gates | 116 | 0.02529 |
| buf+inv | 63 | 0.01497 |
| flops | 520 | 0.7698 |
## per-layer routing
| metal | GRT usage | vias to the layer above | routed length (µm) |
|---|---|---|---|
| li1 | - | 4303 | - |
| met1 | 0.1720 | 4872 | 16110 |
| met2 | 0.2183 | 467 | 21130 |
| met3 | 0.08680 | 77 | 5585 |
| met4 | 0.03182 | 4 | 1205 |
| met5 | 0.01111 | - | 172 |
## through the flow
stage,hold WS [ns],utilization,area [µm²]
floorplan,0.2557,-,20230
global placement,0.6018,0.3450,22840
detailed placement,0.5908,0.3450,22840
CTS,0.3336,0.3714,24590
global route,0.3483,0.3736,24740
finish,0.3280,0.3736,24740
## critical path: stages
cell and delay [ns]:
buf_6 0.13, buf_4 0.14, buf_12 0.19, mux2_2 0.36, o221ai_1 0.47, o22ai_4 0.15
a221oi_2 0.24, o221ai_1 0.14
## report_power, final
group | switching, mW | internal, mW | leakage [nW] | total, mW
sequential | 0.0336 | 11.0 | 4.70 | 11.0
combinational | 0.715 | 0.604 | 2.47 | 1.32
clock | 3.60 | 4.94 | 0.808 | 8.53
total | 4.34 | 16.5 | 7.98 | 20.9
## cell usage after synthesis
cell / count / area [µm²]
nand2_1: 7 / 26.28
nor2b_1: 6 / 37.54
o22ai_1: 8 / 50.05
nand4_1: 2 / 12.51
and2_1: 2 / 12.51
mux2i_1: 40 / 400.4
buf_4: 1 / 7.510
a221oi_1: 8 / 70.07
nand4b_1: 1 / 8.760
or3b_2: 1 / 8.760
clkbuf_1: 23 / 86.33
nor3_1: 2 / 10.01
o221ai_1: 16 / 140.1
inv_1: 9 / 33.78
nor2_1: 74 / 277.8
mux2_2: 32 / 360.4
edfxtp_1: 512 / 15370
buf_6: 5 / 56.30
mux4_2: 120 / 2703
dfrtp_1: 8 / 200.2
or3_1: 1 / 6.260
nand3b_1: 2 / 15.01
nand2b_1: 5 / 31.28
nand3_1: 13 / 65.06
a22oi_1: 16 / 120.1
buf_2: 20 / 100.1
buf_1: 5 / 18.77
## cell type report
cell class	instances	area (µm²)
Clock buffer	60	1374
Clock inverter	35	284.0
Fill cell	5856	41480
Inverter	9	33.78
Multi-Input combinational cell	356	4563
Sequential cell	520	15570
Tap cell	864	1081
Timing Repair Buffer	192	1829
## how the worst max path moves through the flow
stage,cells after the start,endpoint,slack [ns]
after CTS,6,rdata[7]$_DFFE_PP0P_,-0.04
after global routing,5,rdata[4]$_DFFE_PP0P_,-0.06
final,8,rdata[1]$_DFFE_PP0P_,-0.007
## timing repair
action	4_1_cts	5_1_grt
setup endpoints to repair	8	8
hold buffers	0	0
resized	15	21
gates cloned	0	1
hold endpoints to repair	0	0
pin swaps	0	2
Power is estimated from default activity; no workload was simulated.
