### ./design.v
module FIFO_3way(
    input clk,reset,
    input [7:0] data_in_0,
    input [7:0] data_in_1,
    input [7:0] data_in_2,
    input [2:0] valid_in,
    output logic [7:0] data_out_0,
    output logic [7:0] data_out_1,
    output logic [7:0] data_out_2,
    output logic [2:0] able_in,
    output logic [2:0] valid_out
    );
    logic [7:0] mem [0:31];
    logic [31:0]valid;
    logic [31:0]next_valid;
    logic [4:0] next_read_ptr;
    logic [4:0] write_ptr,read_ptr;
    logic [2:0] w_v;
    logic [4:0] write_ptr_plus_1;
    logic [4:0] write_ptr_plus_2;
    logic [4:0] read_ptr_plus_1;
    logic [4:0] read_ptr_plus_2;
    assign write_ptr_plus_1 = write_ptr + 1'b1;
    assign write_ptr_plus_2 = write_ptr + 2'b10;
    assign read_ptr_plus_1 = read_ptr + 1'b1;
    assign read_ptr_plus_2 = read_ptr + 2'b10;
    assign valid_out[0] =   valid[read_ptr];
    assign valid_out[1] =   valid[read_ptr] & valid[read_ptr_plus_1];
    assign valid_out[2] =   valid[read_ptr] & valid[read_ptr_plus_1] & valid[read_ptr_plus_2];
    assign w_v[0] =   ~valid[write_ptr];
    assign w_v[1] =   w_v[0] & ~valid[write_ptr_plus_1];
    assign w_v[2] =   w_v[1] & ~valid[write_ptr_plus_2];
    assign next_read_ptr = read_ptr + valid_out[0] + valid_out[1] + valid_out[2];
    assign able_in = w_v & valid_in;
    assign data_out_0 = mem[read_ptr];
    assign data_out_1 = mem[read_ptr_plus_1];
    assign data_out_2 = mem[read_ptr_plus_2];
    always@(*)
    begin
        next_valid = valid;
        next_valid[read_ptr] = 1'b0;
        next_valid[read_ptr_plus_1] = 1'b0;
        next_valid[read_ptr_plus_2] = 1'b0;
        if (able_in[0])
        begin
            next_valid[write_ptr] = 1'b1;
            if (able_in[1])
            begin
                next_valid[write_ptr_plus_1] = 1'b1;
                if (able_in[2])
                begin
                    next_valid[write_ptr_plus_2] = 1'b1;
                end
            end
        end
    end
    always_ff @(posedge clk,posedge reset)
    begin
        if (reset)
        begin
            write_ptr <= 5'b0;
            read_ptr  <= 5'b0;
            valid     <= 32'b0;
        end
        else
        begin
            valid     <= next_valid;
            read_ptr   <= next_read_ptr;
            if(able_in[0])
            begin
                mem[write_ptr] <= data_in_0;
                if(able_in[1])
                begin
                    mem[write_ptr_plus_1] <= data_in_1;
                    if(able_in[2])
                    begin
                        mem[write_ptr_plus_2] <= data_in_2;
                        write_ptr <= write_ptr + 2'b11;
                    end
                    else
                    begin
                        mem[write_ptr_plus_2] <= mem[write_ptr_plus_2];
                        write_ptr <= write_ptr + 2'b10;
                    end
                end
                else
                begin
                    mem[write_ptr_plus_1]    <= mem[write_ptr_plus_1];
                    mem[write_ptr_plus_2]   <= mem[write_ptr_plus_2];
                    write_ptr              <= write_ptr + 2'b01;
                end
            end
            else
            begin
                mem[write_ptr]           <= mem[write_ptr];
                mem[write_ptr_plus_1]    <= mem[write_ptr_plus_1];
                mem[write_ptr_plus_2]    <= mem[write_ptr_plus_2];
                write_ptr                <= write_ptr;
            end
        end
    end
endmodule
### ./run.sh
#!/bin/bash
# OpenROAD 26Q1-2900-gdf79404cd8, Yosys 0.63+post, stock flow scripts
make -C /OpenROAD-flow-scripts/flow DESIGN_CONFIG=/design/flow/config.mk WORK_HOME=/design/flow/orfs finish
### ./config.mk
export PLATFORM = sky130hd
export DESIGN_NAME = FIFO_3way
export DESIGN_NICKNAME = FIFO_3way
export VERILOG_FILES = /design/flow/design.v
export SDC_FILE = /design/flow/constraint.sdc
export NUM_CORES = 4
export LEC_CHECK = 1
export CORE_UTILIZATION = 40
### ./constraint.sdc
current_design FIFO_3way

set clk_period 40.2
set clk_io_pct 0.2

create_clock -name clk0 -period $clk_period [get_ports {clk}]

set non_clock_inputs [all_inputs -no_clocks]
set_input_delay [expr $clk_period * $clk_io_pct] -clock clk0 $non_clock_inputs
set_output_delay [expr $clk_period * $clk_io_pct] -clock clk0 [all_outputs]
==> results.cfg <==
; flow metrics
[status]
outcome = aborted with a tool error
failing_step = global routing (5_1_grt)
error = [ERROR GRT-0116] Global routing finished with congestion. Check the congestion regions in the DRC Viewer.

[floorplan]
row_count = 120
floorplan_stage_core_utilization_pct = 40.4
fp.dieW_um = 331
die_y_um = 331
io_pins = 59

[placed_design]
hpwl_mm = 276
place_ws_ps = 21850
buffer_ports.inserted = 58
place_inst = 7419
gp_congestion = 1.37

[clock_tree]
numClockSinks = 298
cts-root-to-sink-buffers = 3
numCtsBuffers = 41
cts-resized-gates = 0
cts_hold_buffers = 0
cell_at_the_root_of_the_clock_tree = sky130_fd_sc_hd__clkbuf_16
cts_post_setup_buffers_inserted = 0
cts_htree_levels = 2

[synthesis]
postSynthAreaPerCell_um2 = 7.18
count_of_library_flops_with_an_enable_pin = 256
synth.cell_area_um2 = 43300
yosys_cell_count = 6038
synthesis.yosys.warnings = 2
post_synth_num_cell_types = 105
ys.flop_type = sky130_fd_sc_hd__edfxtp_1
postSynthSeqShare_pct = 20.2
synth.ff_latch_count = 298
synthesis.instances = 6038
yosys.stat.chipArea_um2 = 43300
ys_async_sr_fraction_pct = 14.1

[global_route]
globalRouteOverflowTotal = 2
pin_count_of_the_biggest_net_entering_global_routing = 90
grt_pass1_wl_mm = 572
groute.usage.overall_pct = 79.9
grt_pass1_vias = 62100
## synth_stat cells, types with 36 or more instances
master,count,share of area (%)
sky130_fd_sc_hd__nand3_1,181,2.1
sky130_fd_sc_hd__nor3_1,96,1.1
sky130_fd_sc_hd__nand2_1,734,6.4
sky130_fd_sc_hd__o221ai_1,52,1.1
sky130_fd_sc_hd__a32oi_1,51,1.0
sky130_fd_sc_hd__a22o_1,110,2.2
sky130_fd_sc_hd__o211ai_1,66,1.1
sky130_fd_sc_hd__a22oi_1,336,5.8
sky130_fd_sc_hd__and3_1,42,0.61
sky130_fd_sc_hd__mux2_2,40,1.0
sky130_fd_sc_hd__a31oi_1,109,1.6
sky130_fd_sc_hd__a211oi_1,128,2.2
sky130_fd_sc_hd__dfrtp_1,42,2.4
sky130_fd_sc_hd__nand4_1,94,1.4
sky130_fd_sc_hd__o22ai_1,86,1.2
sky130_fd_sc_hd__clkbuf_1,455,3.9
sky130_fd_sc_hd__inv_1,45,0.39
sky130_fd_sc_hd__o21ai_0,599,6.9
sky130_fd_sc_hd__edfxtp_1,256,18
sky130_fd_sc_hd__a221oi_1,154,3.1
sky130_fd_sc_hd__nor2_1,587,5.1
sky130_fd_sc_hd__buf_2,121,1.4
sky130_fd_sc_hd__mux2i_1,288,6.7
sky130_fd_sc_hd__buf_1,72,0.62
sky130_fd_sc_hd__mux4_2,53,2.8
sky130_fd_sc_hd__a222oi_1,64,1.5
sky130_fd_sc_hd__a21oi_1,575,6.6
sky130_fd_sc_hd__ha_1,36,1.0
## per-layer routing
metal  GRT usage (%)  GRT overflow
met1            83.8             1
met2            88.2             0
met3            72.6             1
met4            70.4             0
met5            52.8             0
## stage by stage
step / area [µm²] / util (%)
2_1_floorplan: 43300 / -
4_1_cts: 49300 / 46.0
3_5_place_dp: 47900 / 44.7
3_3_place_gp: 47900 / 44.7
## cells by family after synthesis
family | after synthesis | share of synthesized area [%]
simple gates | 1932 | 19.9
flops | 298 | 20.2
fa+ha+maj | 37 | 1.09
mux | 382 | 10.5
buf+inv | 723 | 6.85
compound gates | 2635 | 40.8
xor+xnor | 31 | 0.704
