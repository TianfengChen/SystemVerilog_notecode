## design/flow/run.sh

```bash
#!/bin/bash
# OpenROAD 26Q1-2900-gdf79404cd8, Yosys 0.63+post, stock flow scripts
make -C /OpenROAD-flow-scripts/flow DESIGN_CONFIG=/design/flow/config.mk WORK_HOME=/design/flow/orfs finish
```

## design/flow/config.mk

```make
export PLATFORM = sky130hd
export DESIGN_NAME = handshake_reciever
export DESIGN_NICKNAME = handshake_reciever
export VERILOG_FILES = /design/flow/design.v
export SDC_FILE = /design/flow/constraint.sdc
export NUM_CORES = 4
export LEC_CHECK = 1
export CORE_AREA = 10 10 70 70
export DIE_AREA = 0 0 80 80
```

## design/flow/constraint.sdc

```tcl
current_design handshake_reciever

set clk_period 2.7
set clk_io_pct 0.2

create_clock -name clk0 -period $clk_period [get_ports {clk_2}]

set non_clock_inputs [all_inputs -no_clocks]
set_input_delay [expr $clk_period * $clk_io_pct] -clock clk0 $non_clock_inputs
set_output_delay [expr $clk_period * $clk_io_pct] -clock clk0 [all_outputs]
```

## design/flow/design.v

```verilog
module handshake_reciever(
    input        clk_2,
    input        reset_2,
    input        [7:0] data_1,
    output logic [7:0] data_2,
    input        ready_2,
    output logic ready_level,
    input        valid_level,
    output logic valid_2
    );
    logic ready_pulse_2;
    logic valid_pulse_2;
    logic [7:0] data_reg;
    assign data_2 = data_reg;
    assign ready_pulse_2 = ready_2 & valid_2;
    sender_pulse_syn ready_sender(
        .clk(clk_2),
        .reset(reset_2),
        .pulse_in(ready_pulse_2),
        .level(ready_level)
    );
    reciever_pulse_syn valid_reciever(
        .clk(clk_2),
        .reset(reset_2),
        .level(valid_level),
        .pulse_out(valid_pulse_2)
    );
    always_ff @(posedge clk_2, posedge reset_2)
    begin
        if(reset_2==1)
        begin
            valid_2     <= 0;
            data_reg    <= 0;
        end
        else
        begin
            if (valid_pulse_2 == 1)
            begin
                valid_2 <= 1'b1;
                data_reg<= data_1;
            end
            else
            begin
                data_reg <= data_reg;
                if (ready_2 == 1)
                    valid_2  <= 1'b0;
                else
                    valid_2  <= valid_2;
            end
        end
    end
endmodule
module handshake_sender(
    input        clk_1,
    input        reset_1,
    input        valid_1,
    output logic valid_level,
    input        ready_level,
    output logic ready_1
);
    sender_pulse_syn valid_sender(
        .clk(clk_1),
        .reset(reset_1),
        .pulse_in(valid_1),
        .level(valid_level)
    );
    reciever_pulse_syn ready_reciever(
        .clk(clk_1),
        .reset(reset_1),
        .level(ready_level),
        .pulse_out(ready_1)
    );
endmodule
module sender_pulse_syn(
    input clk,reset,
    input pulse_in,
    output logic level
);
    logic level_next;
    logic pulse_edge;
    logic pulse_temp;
    assign pulse_edge = ~pulse_temp & pulse_in; 
    assign level_next = pulse_edge ^ level;
    always_ff@(posedge clk, posedge reset)
    begin
        if (reset == 1)
        begin
            pulse_temp <= 0;
            level      <= 0; 
        end
        else
        begin
            pulse_temp <= pulse_in;
            level      <= level_next;
        end
    end
endmodule
module reciever_pulse_syn(
    input clk,reset,
    input level,
    output logic pulse_out
);
    logic level_q;
    assign pulse_out = level_q ^ level;
    always_ff@(posedge clk, posedge reset)
    begin
        if (reset == 1)
            level_q      <= 0; 
        else
            level_q      <= level;
    end
endmodule
```

==> ds_physical_params.txt <==
Summary of implementation characteristics

Parameter                              Value

Worst setup path
  FF-to-FF Start    valid_reciever.level_q
  Critical path capture point    data_reg[5]
  Worst reg2reg path endpoint    data_reg[5]
  Largest fanout of any net on the critical path    9
  Category of the most critical setup path    primary input to register
  Worst EP arrival    1880 ps
  Slack of the worst reg-to-reg path    around 1400 ps
  Startpoint Class    primary input
  Required time worst endpoint    between 2000 and 3000 ps
  Launching instance or port of the critical path    valid_level
  Logic depth of the worst register-to-register path    2
  Sort of element at the end of the critical path    register

Clocking
  Clock-pin slew on the worst setup and hold paths    around 60 ps
  Clock tree from TritonCTS    built
  CTS H-Tree Depth    1
  CTS Buffer Depth    2
  Clock buffer count from CTS    3
  Clock Tree Root    clkbuf_4
  Buffers inserted during post-CTS setup optimization    0
  Hold buffer count at CTS    0
  Skew-Pair Late Insertion Delay    approximately 250 ps
  Count of clock tree sinks    12
  Number of gates resized after CTS    0

Yosys
  Total number of yosys warnings    3
  Most common reg cell    dfrtp_1
  Synthesized instance count    27
  Seq cells post-synth    12
  Yosys synthesis chip area    approximately 450 um^2
  Dominant cell area share    0.674
  Count of instantiated cells in the yosys netlist    27
  Distinct cell type count of the synthesized netlist    8
  Most area-consuming cells after synthesis    dfrtp_1, mux2_2, xor2_2
  Cell taking the most area after synthesis    dfrtp_1
  Leading cell types by count after synthesis    dfrtp_1, mux2_2, inv_1
  Mapped Avg Cell Area    16.5 um^2
  Number of enable flip-flop cells    0
  Post-Synthesis Cell Area    around 450 um^2
  Async set-or-reset flop fraction in the synthesized netlist    1.00
  Seq share, synth    0.674
  Cell with the most instances after synthesis    dfrtp_1

Finish
  Proportion of layout cells with a drive suffix above 1    0.255
  Number of flip-flops under the largest register name    8
  Final Non-Filler Cells    between 90 and 100
  Signed area change from the synthesized netlist to the final layout    65.2%

STA
  Setup repair after global routing missed its margin    false
  Transition time at the pin with the least slew margin    between 400 and 500 ps
  Relative slew margins    0.669
  Top achievable clock speed    ~570 MHz
  Skew final    around 1.8 ps
  Summed negative setup slack over all endpoints    0 ps
  Worst path setup slack after routing    slightly below 1000 ps
  Portion of the clock cycle consumed by the worst path in the final layout    0.644
  Hold Fails Final Rpt    0
  Number of failing setup endpoints in the final timing report    0
  Final min period    about 1700 ps
  Final number of max-transition violations    0

Detailed routing
  Number of detailed-routing iterations run before antenna repair    2
  DRC viols    0
  Overall via count from detail_route    around 290
  Final antenna diode count    0
  Per-cell routed wire length    ~11 um
  Final WL    around 1100 um
  Remaining antenna violation count after routing    0
  Number of DRC markers in iteration 0    10
  Avg Vias per Cell    a little under 3

Floorplan
  Core box area    3420 um^2
  DIE AREA    approximately 6400 um^2
  Number of placement rows    21
  Die width    80 um
  Core Util at FP    0.130
  Number of placed I/O pins    22
  Height of the die    80 um

Global route
  Total GRT Usage    0.0349
  Antenna violations before repair    0
  Global-route congestion overflow total    0
  Global-route wire length before repair    1670 um
  Via count of the first global-routing pass    315
  Maximum number of pins on one net before global-route repair    13

Power and ir drop
  Worst-case vdd ir drop    between 0.15 and 0.2 mV
  Power per unit of standard cell area    586 nW/um^2
  Leakage dissipation    ~0.3 nW
  Pwr Total    431 uW

Flow run
  Number of logged tool warnings    25
  Max-cap viol count    0

Worst hold path
  Class of the tightest hold or removal check    register to register

Place
  RePlAce Congestion    0.730
  Placed insts    between 90 and 100
  Minimum setup slack after placement    668 ps
  Detailed placement HPWL    between 900 and 1000 um
  Number of input and output port buffers inserted    21

Outcome
  Result of the run    complete, no violations
-- worst max-delay path, stage by stage --
cell             delay (ps)
clkdlybuf4s50_1         520
xor2_2                  430
mux2_2                  390
-- final cells by class --
class / instances / area [um^2]
fillers: 375 / 2680
flip-flops and latches: 12 / 300
repair buffers: 21 / 210
multi-input cells: 13 / 138
well taps: 46 / 57.6
clock buffers: 3 / 22.5
inverters: 2 / 7.51
-- routing by layer --
metal / vias to the layer above / GRT usage / routed length (um)
met5: - / 0 / 0
met4: 0 / 0.00176 / 0
met3: 0 / 0.0216 / 71
met2: 10 / 0.0530 / 537
met1: 141 / 0.0434 / 490
li1: 138 / - / -
-- per-stage QoR --
stage	instance area [um^2]	util	hold slack, ps
5_1_grt	736	0.215	517
4_1_cts	736	0.215	475
3_5_place_dp	713	0.209	463
2_1_floorplan	445	-	405
6_report	736	0.215	474
3_3_place_gp	713	0.209	459
-- worst min-delay path by stage --
stage                                end  cells past startpoint  slack [ps]          startpoint
final                 ready_sender.level                      1         470  ready_sender.level
after global routing  ready_sender.level                      1         520  ready_sender.level
after CTS             ready_sender.level                      1         470  ready_sender.level
-- layout by cell type, fill, tap and decap left out --
| cell | netlist | routed |
|---|---|---|
| inv_1 | 2 | 2 |
| xor2_2 | 1 | 1 |
| a21o_2 | 1 | 1 |
| clkbuf_4 | 0 | 3 |
| mux2_2 | 8 | 8 |
| clkdlybuf4s50_1 | 0 | 21 |
| and2_1 | 1 | 1 |
| dfrtp_1 | 12 | 12 |
| xnor2_1 | 1 | 1 |
| nand3b_1 | 1 | 1 |
-- cells by family (layout without fill, tap and decap cells) --
logic type / count (synthesis) / count (layout) / share of synthesized area
flip-flops: 12 / 12 / 0.674
multiplexers: 8 / 8 / 0.202
XOR/XNOR: 2 / 2 / 0.0562
AND/OR/NAND/NOR: 2 / 2 / 0.0309
buffers and inverters: 2 / 26 / 0.0169
AND-OR/OR-AND: 1 / 1 / 0.0197
-- report_power, final --
part | switching, mW | leakage [nW] | total (mW) | internal, mW
clock network | 0.0469 | 0.0138 | 0.0982 | 0.0513
logic | 0.0238 | 0.142 | 0.107 | 0.0836
registers | 0.0163 | 0.140 | 0.226 | 0.210
total | 0.0870 | 0.295 | 0.431 | 0.344
No activity file was given, so power comes from the tool's default toggle rates.
